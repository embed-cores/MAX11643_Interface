$ cat flow/config.mk
export PLATFORM = sky130hd
export DESIGN_NAME = max11643_interface
export DESIGN_NICKNAME = max11643_interface
export VERILOG_FILES = /design/flow/design.v
export SDC_FILE = /design/flow/constraint.sdc
export NUM_CORES = 4
export LEC_CHECK = 1
export CORE_UTILIZATION = 40
$ cat flow/constraint.sdc
current_design max11643_interface

set clk_period 2.9
set clk_io_pct 0.2

create_clock -name clk0 -period $clk_period [get_ports {ref_clk}]

set non_clock_inputs [all_inputs -no_clocks]
set_input_delay [expr $clk_period * $clk_io_pct] -clock clk0 $non_clock_inputs
set_output_delay [expr $clk_period * $clk_io_pct] -clock clk0 [all_outputs]
$ cat flow/design.v
module max11643_interface(
	input ref_clk,
	input reset,
	input en,
	input [7:0] START_DELAY,
	output adc_sclk,		
	output adc_cs,
	output adc_din,
	input adc_dout,	
	output reg [7:0] ADC_DATA,
	output [8:0] ADC_RDY
    );
	wire spi_ctrl_done;
	wire spi_ctrl_busy;
	wire [7:0] SPI_CTRL_DOUT;
	localparam  [3:0]
			STATE_IDLE          = 4'd0,
			STATE_START         = 4'd1,
			STATE_SETUP         = 4'd2,
			STATE_AVG           = 4'd3,
			STATE_APPLY_CHANNEL = 4'd4,
			STATE_ALT_ZERO      = 4'd5,
			STATE_ALT_ZERO_2    = 4'd6,
			STATE_ADC_DATA      = 4'd7,
			STATE_DONE          = 4'd8,
			STATE_SPI_WRITE     = 4'd9;
	reg [3:0] NEXT_STATE;
	reg next_spi_ctrl_wr;
	reg [7:0] NEXT_SPI_CTRL_DIN;
	reg [7:0] NEXT_ADC_DATA;
	reg [3:0] NEXT_ADC_CH;
	reg [2:0] NEXT_STATE_STACK;
	reg [7:0] NEXT_CNT;
	reg next_nd;
	reg [3:0] CUR_STATE;
	reg spi_ctrl_wr;
	reg [7:0] SPI_CTRL_DIN;
	reg [2:0] CUR_STATE_STACK;
	reg [3:0] CUR_ADC_CH;
	reg [7:0] CUR_CNT;
	reg cur_nd;
	always @(posedge ref_clk)
	begin
		if(reset)
		begin
			CUR_STATE       <= STATE_IDLE;
			spi_ctrl_wr     <= 1'b0;
			SPI_CTRL_DIN    <= 8'd0;
			ADC_DATA        <= 8'd0;
			cur_nd          <= 1'b0;
			CUR_ADC_CH      <= 4'd0;
			CUR_CNT         <= 8'd0;
			CUR_STATE_STACK <= STATE_IDLE;
		end
		else
		begin
			CUR_STATE       <= NEXT_STATE;
			spi_ctrl_wr     <= next_spi_ctrl_wr;
			SPI_CTRL_DIN    <= NEXT_SPI_CTRL_DIN;
			ADC_DATA        <= NEXT_ADC_DATA;
			cur_nd          <= next_nd;
			CUR_ADC_CH      <= NEXT_ADC_CH;
			CUR_CNT         <= NEXT_CNT;
			CUR_STATE_STACK <= NEXT_STATE_STACK;
		end
	end
	always @(*)
	begin
		NEXT_STATE        = CUR_STATE;
		next_spi_ctrl_wr  = 1'b0;
		NEXT_SPI_CTRL_DIN = SPI_CTRL_DIN;
		NEXT_ADC_DATA     = ADC_DATA;
		next_nd           = 1'b0;
		NEXT_ADC_CH       = CUR_ADC_CH;
		NEXT_STATE_STACK  = CUR_STATE_STACK;
		NEXT_CNT          = CUR_CNT;
		case(CUR_STATE)
			STATE_IDLE :
			begin
				if(CUR_CNT < START_DELAY)
					NEXT_CNT = CUR_CNT + 8'd1;
				else
					NEXT_STATE = STATE_START;
			end
			STATE_START :
			begin
				if(~spi_ctrl_busy & en)
				begin
					NEXT_SPI_CTRL_DIN = 8'h78;		 
					NEXT_STATE_STACK = STATE_SETUP;
					NEXT_STATE = STATE_SPI_WRITE;
				end
			end
			STATE_SETUP :
			begin
				if(spi_ctrl_done)
				begin
					NEXT_SPI_CTRL_DIN = 8'h20;		 
					NEXT_STATE_STACK = STATE_AVG;
					NEXT_STATE = STATE_SPI_WRITE;
				end
			end
			STATE_AVG :
			begin
				if(spi_ctrl_done)
				begin
					NEXT_ADC_CH = 4'd0;
					NEXT_STATE = STATE_APPLY_CHANNEL;
				end
			end
			STATE_APPLY_CHANNEL :
			begin
				NEXT_SPI_CTRL_DIN = {1'b1, CUR_ADC_CH, 3'b111};	 
				NEXT_STATE_STACK = STATE_ALT_ZERO;
				NEXT_STATE = STATE_SPI_WRITE;
			end
			STATE_ALT_ZERO :
			begin
				if(spi_ctrl_done)
				begin
					NEXT_SPI_CTRL_DIN = 8'd0;
					NEXT_STATE_STACK = STATE_ALT_ZERO_2;
					NEXT_STATE = STATE_SPI_WRITE;
				end
			end
			STATE_ALT_ZERO_2 :
			begin
				if(spi_ctrl_done)
				begin
					NEXT_ADC_DATA[7:4] = SPI_CTRL_DOUT[3:0];
					NEXT_SPI_CTRL_DIN = 8'd0;
					NEXT_STATE_STACK = STATE_ADC_DATA;
					NEXT_STATE = STATE_SPI_WRITE;
				end
			end
			STATE_ADC_DATA :
			begin
				if(spi_ctrl_done)
				begin
					NEXT_ADC_DATA[3:0] = SPI_CTRL_DOUT[7:4];
					NEXT_STATE = STATE_DONE;
				end	
			end
			STATE_DONE :
			begin
				next_nd = 1'b1;
				if(CUR_ADC_CH == 4'd8)
					NEXT_ADC_CH = 4'd0;
				else	
					NEXT_ADC_CH = CUR_ADC_CH + 4'd1;
				if(en)
					NEXT_STATE = STATE_APPLY_CHANNEL;	
				else	
				begin
					NEXT_CNT = 8'd0;
					NEXT_STATE = STATE_IDLE;
				end	
			end
			STATE_SPI_WRITE :
			begin
				next_spi_ctrl_wr = 1'b1;
				NEXT_STATE = CUR_STATE_STACK;
			end
			default :
			begin
				NEXT_CNT = 8'd0;
				NEXT_STATE = STATE_IDLE;
			end
		endcase
	end	
	reg [8:0] BIT_MASK;
	always @(*)
	begin
		case(CUR_ADC_CH)
			4'd0    : begin BIT_MASK = 9'b000000001; end
			4'd1    : begin BIT_MASK = 9'b000000010; end
			4'd2    : begin BIT_MASK = 9'b000000100; end
			4'd3    : begin BIT_MASK = 9'b000001000; end
			4'd4    : begin BIT_MASK = 9'b000010000; end
			4'd5    : begin BIT_MASK = 9'b000100000; end
			4'd6    : begin BIT_MASK = 9'b001000000; end
			4'd7    : begin BIT_MASK = 9'b010000000; end
			4'd8    : begin BIT_MASK = 9'b100000000; end
			default : begin BIT_MASK = 9'b000000000; end
		endcase
	end
	assign ADC_RDY = (cur_nd) ? BIT_MASK : 9'd0;
	spi_controller		blk_spi_ctrl	(
		.ref_clk(ref_clk),
		.reset(reset),
		.en(en),
		.cs(adc_cs),
		.sclk(adc_sclk),
		.din(adc_din),
		.dout(adc_dout),
		.wr(spi_ctrl_wr),
		.WR_DATA(SPI_CTRL_DIN),
		.DOUT(SPI_CTRL_DOUT),
		.done(spi_ctrl_done),
		.busy(spi_ctrl_busy)     );
endmodule
module spi_controller(
	input ref_clk,
	input reset,
	input en,
	output reg cs,
	output reg sclk,
	output din,
	input dout,
	input wr,
	input [7:0] WR_DATA,
	output reg [7:0] DOUT,
	output reg done,
	output busy
    );
	localparam  [2:0]
			STATE_IDLE        = 3'd0,
			STATE_CLK_LOW     = 3'd1,
			STATE_CLK_HIGH    = 3'd2,
			STATE_CLK_PRE_LOW = 3'd3,
			STATE_CHECK_END   = 3'd4,
			STATE_DONE        = 3'd5;
	reg [2:0] NEXT_STATE;
	reg [3:0] NEXT_DLY_CNT;
	reg [2:0] NEXT_BIT_CNT;
	reg [7:0] NEXT_WR_SREG;
	reg next_cs;
	reg next_sclk;
	reg next_done;
	reg [7:0] NEXT_DOUT;
	reg [2:0] CUR_STATE;
	reg [3:0] CUR_DLY_CNT;
	reg [2:0] CUR_BIT_CNT;
	reg [7:0] CUR_WR_SREG;
	always @(posedge ref_clk)
	begin
		if(reset)
		begin
			CUR_STATE   <= STATE_IDLE;
			CUR_DLY_CNT <= 4'd0;
			CUR_BIT_CNT <= 3'd0;
			CUR_WR_SREG <= 8'd0;
			cs          <= 1'b1;
			sclk        <= 1'b0;
			done        <= 1'b0;
			DOUT        <= 8'd0;
		end
		else
		begin
			CUR_STATE   <= NEXT_STATE;
			CUR_DLY_CNT <= NEXT_DLY_CNT;
			CUR_BIT_CNT <= NEXT_BIT_CNT;
			CUR_WR_SREG <= NEXT_WR_SREG;
			cs          <= next_cs;
			sclk        <= next_sclk;
			done        <= next_done;
			DOUT        <= NEXT_DOUT;
		end
	end
	always @(*)
	begin
		NEXT_STATE   = CUR_STATE;
		NEXT_DLY_CNT = CUR_DLY_CNT;
		NEXT_BIT_CNT = CUR_BIT_CNT;
		NEXT_WR_SREG = CUR_WR_SREG;
		next_cs      = cs;
		next_sclk    = sclk;
		next_done    = 1'b0;
		NEXT_DOUT    = DOUT;
		case(CUR_STATE) 
			STATE_IDLE :
			begin
				if(en & wr)
				begin
					NEXT_WR_SREG = WR_DATA;
					NEXT_DLY_CNT = 4'd0;
					NEXT_BIT_CNT = 3'd0;
					next_cs = 1'b0;
					NEXT_STATE = STATE_CLK_LOW;
				end
			end
			STATE_CLK_LOW :
			begin
				if(CUR_DLY_CNT == 4'd3)
				begin
					next_sclk = 1'b1;
					NEXT_STATE = STATE_CLK_HIGH;
				end	
				else
					NEXT_DLY_CNT = CUR_DLY_CNT + 4'd1;
			end
			STATE_CLK_HIGH :
			begin
				if(CUR_DLY_CNT == 4'd10)
				begin
					next_sclk = 1'b0;
					NEXT_STATE = STATE_CLK_PRE_LOW;
				end	
				else
					NEXT_DLY_CNT = CUR_DLY_CNT + 4'd1;
			end
			STATE_CLK_PRE_LOW :
			begin
				if(CUR_DLY_CNT == 4'd12)
				begin
					NEXT_DOUT = {DOUT[6:0], dout};
					NEXT_STATE = STATE_CHECK_END;
				end	
				else
					NEXT_DLY_CNT = CUR_DLY_CNT + 4'd1;
			end
			STATE_CHECK_END :
			begin
				if(CUR_BIT_CNT == 3'd7)
				begin
					next_cs = 1'b1;
					NEXT_STATE = STATE_DONE;
				end
				else
				begin
					NEXT_WR_SREG = {CUR_WR_SREG[6:0], 1'b0};
					NEXT_BIT_CNT = CUR_BIT_CNT + 3'd1;
					NEXT_DLY_CNT = 4'd0;
					NEXT_STATE = STATE_CLK_LOW;
				end
			end
			STATE_DONE :
			begin
				next_done = 1'b1;
				NEXT_STATE = STATE_IDLE;
			end
			default :
			begin
				NEXT_STATE = STATE_IDLE;
			end
		endcase
	end		
	assign busy = (CUR_STATE != STATE_IDLE);
	assign din = CUR_WR_SREG[7];
endmodule
$ cat flow/run.sh
#!/bin/bash
# OpenROAD 26Q1-2900-gdf79404cd8, Yosys 0.63+post, stock flow scripts
make -C /OpenROAD-flow-scripts/flow DESIGN_CONFIG=/design/flow/config.mk WORK_HOME=/design/flow/orfs finish
==> flow_summary.json <==
{
  "die-area_um2": 9290,
  "fin_crit_ns": 2.52,
  "timing.fmax_mhz": 397,
  "clockBufferDepth": 2,
  "slew_violations": 0,
  "crit_family": "AND-OR/OR-AND gates",
  "most_common_cell": "dfxtp_1",
  "area_leaders": "dfxtp_1, mux2i_1, ha_1",
  "routed_wl_mm": 6.96,
  "fp_util": 0.411,
  "hold_path_class": "flop to flop",
  "cts_setup_buffers": 0,
  "rows": 34,
  "wire_per_inst_um": 12.5,
  "whs_ns": 0.462,
  "cts_hold_buf": 0,
  "cts.sinks": 72,
  "fin_tns_setup_ns": 0,
  "drive_above_1_share": 0.0754,
  "tightest_slew_ns": 0.884,
  "final_cells": 559,
  "grt_setup_unrepaired": "false",
  "die_y_um": 96.4,
  "overflow": 0,
  "finalHoldViolCount": 0,
  "cts_tree": "built",
  "hp-start": "blk_spi_ctrl.CUR_WR_SREG[0]$_SDFFE_PP0P_",
  "crit_path_start_kind": "input port",
  "worst-path-buf-inv": 3,
  "clkTransAtPathRegs_ns": 0.07,
  "slowest_stage": "o31ai_1",
  "synth_seq_share": 0.404,
  "pre_cts_slack_ns": 0.0429,
  "dp_hpwl_mm": 4.80,
  "cp.arrival_ns": 2.73,
  "fillCellCount": 834,
  "drc": 0,
  "synth_cell_type_count": 56,
  "grt_pass1_vias": 2617,
  "netlist_top_cells_count": "dfxtp_1, nand2_1, nor2_1, mux2i_1, a21oi_1",
  "peakVddDrop_mv": 0.270,
  "gp_congestion": 0.767,
  "n_antenna_cell": 0,
  "use_met1": 0.241,
  "worstSetupPathType": "input port to flop",
  "numCtsBuffers": 9,
  "ioPinCount": 32,
  "ys_async_sr_fraction": 0,
  "root_buffer": "clkbuf_8",
  "grt_max_degree": 46,
  "cp.required_ns": 3.11,
  "core-area_um2": 8680,
  "crit_path_cell_trace": "clkdlybuf4s50_1 > inv_1 > ha_1 > o21a_1 > nor2_1 > o31ai_1 > buf_4 > o21ai_0 > nor3b_1",
  "syn_area_per_cell_um2": 8.57,
  "syn_area_um2": 3560,
  "yosysTopAreaCellShare": 0.404,
  "syn_inst": 416,
  "status": "finished, final reports clean",
  "vias": 2965,
  "ant_nets": 0,
  "finalWorstSetupSlack_ns": 0.379,
  "insertion_delay_ns": 0.34,
  "first_iter_violations": 91,
  "yosys_warnings": 2,
  "antenna_found_initial": 0,
  "synth_flops": 72,
  "portBuffers": 31,
  "top_area_cell": "dfxtp_1",
  "p_leak_nw": 1.58,
  "startpoint": "START_DELAY[3]",
  "warning_count": 28,
  "ys_area_um2": 3560,
  "grt-busiest-layer": "met2",
  "die_x_um": 96.4,
  "slowest_delay_ns": 0.75,
  "dp.cells": 543,
  "end_kind": "flop",
  "yosys_cells": 416,
  "grt_usage": 0.161,
  "pwr_density_cell_nw_per_um2": 428,
  "synth-edff-count": 0,
  "path_max_fanout": 10,
  "setup_violations": 0,
  "synthFlopType": "dfxtp_1",
  "cts_resized": 0,
  "grt_pass1_wl_mm": 11.8,
  "slew_headroom": 0.406,
  "area_delta_synth_final_pct": 17.0,
  "firstDrtPassIters": 5,
  "use_met2": 0.261,
  "met3_usage": 0.0255,
  "fin_skew_ns": 0.00900,
  "worst_r2r_startpoint": "blk_spi_ctrl.CUR_STATE[2]$_SDFFE_PP0P_",
  "cap_violations": 0,
  "finalCritPeriodShare": 0.869,
  "htree_num_levels": 3,
  "via_per_inst": 5.30
}
[cell usage in the layout (no fill, tap or decap), types with 6 or more instances in the layout]
master           synthesis  final
mux2i_1                 26     26
a31oi_1                  8      8
o21ai_0                 12     12
and2_1                  11     11
clkdlybuf4s50_1          0     30
nand3_1                 18     18
dfxtp_1                 72     72
clkbuf_8                 0      9
nand3b_1                 6      6
nor2_1                  43     43
a21oi_1                 22     22
ha_1                    15     15
inv_1                   17     17
nand2_1                 45     45
nand2b_1                 7      7
buf_4                    0     10
[cells by family (layout without fill, tap and decap cells)]
group / after synthesis / in the layout / synth area share
XOR/XNOR: 3 / 3 / 0.00737
multiplexers: 27 / 27 / 0.0762
flip-flops: 72 / 72 / 0.404
buffers and inverters: 40 / 75 / 0.0428
AND-OR/OR-AND: 80 / 80 / 0.155
AND/OR/NAND/NOR: 179 / 179 / 0.261
adder cells (fa/ha/maj): 15 / 15 / 0.0527
[per-stage QoR]
step | total power, mW | instance area, µm² | util
detailed placement | 1.10 | 3990 | 0.460
floorplan | 1.07 | 3560 | -
global placement | 1.10 | 3990 | 0.460
CTS | 1.81 | 4170 | 0.480
global route | 1.86 | 4170 | 0.480
finish | 1.78 | 4170 | 0.480
[flip-flops by register name, indices dropped and copies added (netlist names)]
register / count
CUR_STATE: 4
cur_nd: 1
blk_spi_ctrl.sclk: 1
spi_ctrl_wr: 1
CUR_ADC_CH: 4
CUR_STATE_STACK: 3
blk_spi_ctrl.done: 1
CUR_CNT: 8
ADC_DATA: 8
blk_spi_ctrl.CUR_WR_SREG: 8
blk_spi_ctrl.CUR_DLY_CNT: 4
blk_spi_ctrl.CUR_STATE: 3
blk_spi_ctrl.CUR_BIT_CNT: 3
blk_spi_ctrl.cs: 1
blk_spi_ctrl.DOUT: 8
BIT_MASK: 9
SPI_CTRL_DIN: 5
[final timing paths]
kind	to	cells past startpoint	slack (ns)
worst max-delay path	CUR_CNT[0]$_SDFFE_PP0P_	9	0.38
worst min-delay path	blk_spi_ctrl.CUR_WR_SREG[0]$_SDFFE_PP0P_	2	0.46
worst max register to register	SPI_CTRL_DIN[5]$_SDFFE_PP0P_	5	0.64
worst min register to register	blk_spi_ctrl.CUR_WR_SREG[0]$_SDFFE_PP0P_	2	0.46
[worst reg2reg max path, cell delays in order, from the launching register on]
cell and delay (ns):
dfxtp_1 0.49, or4b_1 0.63, or2_1 0.27, a221oi_4 0.47, mux2i_1 0.25, nor2_1 0.05
[layout make-up]
cell class,instances,area (µm²),area share
clock buffer,10,128,0.0306
clock inverter,6,46.3,0.0111
inverter,18,67.6,0.0162
multi-input combinational,304,1970,0.473
sequential,72,1440,0.346
tap,108,135,0.0324
timing repair buffer,41,380,0.0913
[layer usage]
layer / vias to the layer above / routed length [µm]
met1: 1387 / 3560
met5: - / 0
met3: 7 / 196
met2: 31 / 3120
met4: 0 / 92
li1: 1540 / -
[power breakdown]
group          switching (mW)  internal (mW)  total [mW]  leakage (nW)
combinational          0.0391         0.0377      0.0769         0.917
clock                   0.389          0.313       0.702        0.0824
sequential            0.00933          0.994        1.00         0.580
total                   0.438           1.34        1.78          1.58
Power is estimated from default activity; no workload was simulated.
